===== flow/design.v =====
module GCD3(clk, a, b, c, load);
	input [2:0] a;
	input [2:0] b;
	output reg [2:0] c;
	input clk;
	input load;
	reg [2:0] u;
	reg [2:0] v;
	reg [2:0] acc;
	reg [2:0] temp;
	always@(posedge clk) begin
		if (load) begin
			u = a;
			v = b;
			acc = 0;
		end	
		if (u[0] == 0 && v[0] == 0) begin
			acc = acc + 1'b1;
			u = u >> 2;
			v = v >> 2;
		end
		else if (u[0] == 0 && v[0] == 1) begin
			u = u >> 2;
		end
		else if (u[0] == 1 && v[0] == 0) begin
			v = v >> 2;
		end
		else begin
			if (u >= v) begin
				u = (u ^ v) >> 2;
			end
			else begin
				temp = u;
				u = (v ^ u) >> 2;
				v = temp;
			end
		end
		if (u == v || u == 0) begin
			c = v << acc;
		end
		else begin
			c = c;
		end
	end
endmodule

===== flow/run.sh =====
#!/bin/bash
# OpenROAD 26Q1-2900-gdf79404cd8, Yosys 0.63+post, stock flow scripts
make -C /OpenROAD-flow-scripts/flow DESIGN_CONFIG=/design/flow/config.mk WORK_HOME=/design/flow/orfs finish

===== flow/config.mk =====
export PLATFORM = sky130hd
export DESIGN_NAME = GCD3
export DESIGN_NICKNAME = GCD3
export VERILOG_FILES = /design/flow/design.v
export SDC_FILE = /design/flow/constraint.sdc
export NUM_CORES = 4
export LEC_CHECK = 1
export CORE_AREA = 10 10 87 87
export DIE_AREA = 0 0 97 97

===== flow/constraint.sdc =====
current_design GCD3

set clk_period 3.6
set clk_io_pct 0.2

create_clock -name clk0 -period $clk_period [get_ports {clk}]

set non_clock_inputs [all_inputs -no_clocks]
set_input_delay [expr $clk_period * $clk_io_pct] -clock clk0 $non_clock_inputs
set_output_delay [expr $clk_period * $clk_io_pct] -clock clk0 [all_outputs]

==> run_results.csv <==
group,metric,value,unit
outcome,status,"complete, no violations",
yosys,ys_seq_share,32.4,%
routing,drc,0,
yosys,syn_avg_cell_area,9.47,µm²
timing,finalClockSkew,0.00213,ns
yosys,synth_chip_area,833,µm²
min_path,hold_path_class,"reg -> reg",
clock_tree,cts-htree-levels,1,
yosys,synth_flops,12,
routing,avgRoutedWirePerCell,9.68,µm
placed_design,place_area,0.00108,mm²
yosys,top_cell_area_share,21.6,%
timing,slew-limit-headroom,80.5,%
routing,vias,650,
yosys,synth_warnings,1,
routing,wirelength,1.76,mm
grt,grt_pass1_vias,678,
worst_setup_path,crit_path_start_kind,"input pin",
die,fp-utilization,14.8,%
yosys,ys_sh_adder,9.01,%
worst_setup_path,crit_arrival,3.20,ns
worst_setup_path,required,3.55,ns
yosys,synth_area,833,µm²
grt,grt_max_degree,8,
pwr,power.leakage,0.487,nW
grt,grt_util_met1,4.49,%
clock_tree,path_clk_slew,0.05,ns
cells_and_area,area_growth,35.3,%
clock_tree,post_cts.repair.setup_buffers,0,
die,fp.dieH,97,µm
grt,met2_usage,7.06,%
clock_tree,cts_tree,"yes",
placed_design,io_buffers,10,
placed_design,gp_congestion,0.839,
timing,grt_setup_unrepaired,"no",
clock_tree,cts-root-buf,"clkbuf_8",
yosys,async_flop_share,0,%
yosys,synthAoiAreaFrac,16.4,%
grt,grt_use_met3,1.50,%
worst_setup_path,crit_fanout,4,
yosys,ys_sh_xor,1.05,%
cells_and_area,drive_gt1_share,22.7,%
timing,maxSlewViolCount,0,
yosys,synthCells,88,
yosys,synth.cellmix.simpleShare,20.9,%
pwr,pwr_density_cell,604,mW/mm²
yosys,top_area_cell,"dfxtp_1",
timing,layout_min_cycle_time,3.24,ns
clock_tree,cts_buffers,3,
pwr,peakVddDrop,150,µV
run,max_cap_viol_count,0,
timing,setup_viol,0,
run,warning_count,27,
routing,antenna_cells,0,
die,core_region_area,0.00564,mm²
clock_tree,cts.path.max_buffers,2,
timing,fin_crit_sh,90.1,%
worst_setup_path,worst-r2r-setup-slack,1.16,ns
cells_and_area,final_area,0.00113,mm²
worst_setup_path,end_kind,"flop",
grt,grt_pass1_wl,3.26,mm
timing,fmax,0.308,GHz
grt,grtUsageTotal,3.98,%
grt,busiest_layer,"met2",
yosys,logic_family,"simple AND/OR/NAND/NOR gates",
grt,grt_antenna_before_repair,0,
yosys,ys.flop_type,"dfxtp_1",
routing,routed_via_density,3.57,
clock_tree,ctsResizeCount,0,
placed_design,dp.final_hpwl,1.55,mm
clock_tree,insertion_delay,0.23,ns
die,die-area,0.00941,mm²
routing,drt_iter0_markers,24,
timing,fin_tns_setup,0,ns
yosys,topCellsByArea,"dfxtp_1 22%, edfxtp_1 11%, ha_1 9.0%, mux2i_1 8.4%, inv_1 3.2%",
routing,postRouteAntennaNets,0,
die,die_x,97,µm
worst_setup_path,crit_type,"in -> reg",
yosys,edf_count,3,
die,rows,27,
yosys,synth_stat.cells,88,
yosys,ys_sh_mux,12.9,%
timing,hold_viol_final,0,
yosys,synth_cell_types,40,
clock_tree,cts.sinks,12,
die,pin_count,11,
clock_tree,cts_hold_buf,0,
grt,grt_overflow,0,
routing,firstDrtPassIters,4,
timing,tightest_slew,0.289,ns
[cell type report]
| cell class | count | area [µm²] |
|---|---|---|
| Sequential cell | 12 | 270 |
| Clock buffer | 3 | 41.3 |
| Fill cell | 612 | 4510 |
| Tap cell | 72 | 90.1 |
| Inverter | 8 | 30.0 |
| Clock inverter | 1 | 3.75 |
| Multi-Input combinational cell | 64 | 502 |
| Timing Repair Buffer | 22 | 190 |
[per-layer routing]
metal | vias to the layer above | wire, µm
met5 | - | 0
met4 | 0 | 20
met3 | 2 | 103
met2 | 6 | 897
met1 | 287 | 742
li1 | 355 | -
[flip-flops by register name (all words and copies together) (netlist names)]
signal,cells
u,3
v,3
acc,3
c,3
[through the flow]
step | worst slack, ns | power (mW) | util, % | std cells | hold WS, ns
after global placement | 0.148 | 0.569 | 19.2 | 178 | 0.541
after CTS | 0.359 | 0.694 | 20.0 | 182 | 0.566
after detailed placement | 0.110 | 0.568 | 19.2 | 178 | 0.558
final | 0.358 | 0.681 | 20.0 | 182 | 0.556
after floorplan | 0.452 | 0.432 | - | 88 | 0.518
after global routing | 0.104 | 0.752 | 20.0 | 182 | 0.587
[worst paths after layout]
path	start	endpoint	depth (start not counted)
hold reg to reg	acc[2]	acc[2]	2
setup reg to reg	v[0]	c[2]	9
hold / removal	acc[2]	acc[2]	2
setup / recovery	load	c[0]	11
[power breakdown]
part           switching, mW  internal (mW)
sequential            0.0228          0.198
combinational          0.154          0.186
clock                 0.0449         0.0748
[logic make-up after synthesis]
| kind of cell | after synthesis |
|---|---|
| multiplexers | 10 |
| XOR/XNOR | 1 |
| buffers and inverters | 12 |
| AND/OR/NAND/NOR | 30 |
| flip-flops | 12 |
| adder cells (fa/ha/maj) | 6 |
| AND-OR/OR-AND | 17 |
[synthesized netlist by cell type (all sizes together), types with 2 or more instances]
cell and n:
or2 2, nand2 5, mux2 3, a21boi 3, mux2i 7, buf 3
inv 8, dfxtp 9, nand3 2, nor3 3, nor2 4, nand2b 3
ha 6, a211oi 2, o21ai 5, edfxtp 3, nor2b 3, and3 3
[cells in the final DEF, fill, tap and decap left out, types with 2 or more instances in the layout]
master / n
nand3_1: 2
nand2b_1: 3
ha_1: 6
o21ai_1: 2
dfxtp_1: 9
o21ai_0: 2
clkbuf_8: 3
inv_1: 7
clkdlybuf4s50_1: 10
nor3_1: 3
a21boi_0: 3
nor2b_1: 3
and3_2: 2
nor2_1: 4
mux2i_1: 7
a211oi_1: 2
nand2_1: 5
buf_4: 12
edfxtp_1: 3
[critical path, stage by stage]
cell and delay, ns:
clkdlybuf4s50_1 0.51, buf_4 0.16, mux2i_1 0.22, inv_1 0.07, ha_1 0.30, a211o_1 0.29, a311oi_1 0.25, or4_1 0.17
nand3_1 0.08, a211oi_1 0.25, buf_4 0.17
Power is estimated from default activity; no workload was simulated.
