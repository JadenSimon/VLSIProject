[/design/flow/design.v]
module GCD7(clk, a, b, c, load);
	input [6:0] a;
	input [6:0] b;
	output reg [6:0] c;
	input clk;
	input load;
	reg [6:0] u;
	reg [6:0] v;
	reg [6:0] acc;
	reg [6:0] temp;
	wire [6:0] adder;
	wire [6:0] v_half;
	wire [6:0] u_half;
	wire [6:0] adder_half;
	assign adder = u ^ v;
	assign v_half = 7'b0;
	assign u_half = 7'b0;
	assign adder_half = v_half;
	always@(posedge clk) begin
		if (load) begin
			u = a;
			v = b;
			acc = 0;
		end else begin
			if (u[0] == 0 && v[0] == 0) begin
				acc = acc + 1'b1;
				u = u_half;
				v = v_half;
			end
			else if (u[0] == 0 && v[0] == 1) begin
				u = u_half;
			end
			else if (u[0] == 1 && v[0] == 0) begin
				v = v_half;
			end
			else begin
				if (u >= v) begin
					u = adder;
				end
				else begin
					temp = u;
					u = adder;
					v = temp;
				end
			end
			if (u == v || u == 0) begin
				c = v & acc;
			end
			else begin
				c = c;
			end
		end
	end
endmodule
[/design/flow/constraint.sdc]
current_design GCD7

set clk_period 2.9
set clk_io_pct 0.2

create_clock -name clk0 -period $clk_period [get_ports {clk}]

set non_clock_inputs [all_inputs -no_clocks]
set_input_delay [expr $clk_period * $clk_io_pct] -clock clk0 $non_clock_inputs
set_output_delay [expr $clk_period * $clk_io_pct] -clock clk0 [all_outputs]
[/design/flow/config.mk]
export PLATFORM = sky130hd
export DESIGN_NAME = GCD7
export DESIGN_NICKNAME = GCD7
export VERILOG_FILES = /design/flow/design.v
export SDC_FILE = /design/flow/constraint.sdc
export NUM_CORES = 4
export LEC_CHECK = 1
export CORE_AREA = 10 10 108 108
export DIE_AREA = 0 0 118 118
[/design/flow/run.sh]
#!/bin/bash
# OpenROAD 26Q1-2900-gdf79404cd8, Yosys 0.63+post, stock flow scripts
make -C /OpenROAD-flow-scripts/flow DESIGN_CONFIG=/design/flow/config.mk WORK_HOME=/design/flow/orfs finish
==> results.sh <==
# physical design summary
export IMPL_status="complete, no violations"
export IMPL_xor_share_pct=2.09
export IMPL_io_buffer_count=22
export IMPL_cts_buffers_inserted=3
export IMPL_cts_tree="yes"
export IMPL_period_minus_slack_ns=2.72
export IMPL_drt_wirelength_per_cell_um=12.4
export IMPL_dieHeight_um=118
export IMPL_final_common_cell="nand2_1"
export IMPL_grt_use_total_pct=6.05
export IMPL_min_path_type="reg -> reg"
export IMPL_edf_count=7
export IMPL_crit_type="reg -> reg"
export IMPL_antenna_found_initial=0
export IMPL_grt_pass1_vias=1422
export IMPL_ys_sh_aoi_pct=17.7
export IMPL_finalSetupTns_ns=0
export IMPL_htree_levels=1
export IMPL_gp_congestion=0.894
export IMPL_maxSlewHeadroom_pct=67.6
export IMPL_clk_latency_ns=0.28
export IMPL_drc=0
export IMPL_power_density_nw_per_um2=596
export IMPL_finalMaxSlewViolations=0
export IMPL_whs_ns=0.505
export IMPL_viasPerCell=4.14
export IMPL_grt_ovfl_total=0
export IMPL_dieWidth_um=118
export IMPL_setup_violations=0
export IMPL_ys_sh_simple_pct=20.5
export IMPL_ys_sh_mux_pct=7.61
export IMPL_final_layout_top_logic_cells="nand2_1 (29), clkdlybuf4s50_1 (22), dfxtp_1 (19), o21ai_0 (14)"
export IMPL_ios=23
export IMPL_clockBufferDepth=2
export IMPL_ys_top_logic_family="simple AND/OR/NAND/NOR gates"
export IMPL_ys_cells=196
export IMPL_wl_mm=4.35
export IMPL_clkSinkCount=28
export IMPL_first_iter_violations=81
export IMPL_numSynthFlops=28
export IMPL_cap_violations=0
export IMPL_root_buffer="clkbuf_8"
export IMPL_worst_pin_slew_ns=0.486
export IMPL_drive_above_1_share_pct=12.6
export IMPL_syn_inst=196
export IMPL_grt_pass1_wl_mm=7.20
export IMPL_synth_cell_types=43
export IMPL_leakage_uw=0.000864
export IMPL_syn_area_um2=1680
export IMPL_cts_hold_buffers=0
export IMPL_timing_final_crit_share_pct=93.9
export IMPL_clkTransAtPathRegs_ns=0.11
export IMPL_rsz0062_at_grt="false"
export IMPL_antenna_cells=0
export IMPL_max_freq_ghz=0.367
export IMPL_synthAdderAreaFrac_pct=8.95
export IMPL_dieArea_um2=13900
export IMPL_yosysWarnings=1
export IMPL_synth_top_area_share_pct=25.1
export IMPL_end_kind="register"
export IMPL_cp_data_arrival_time_ns=2.70
export IMPL_finClkSkew_ns=0.00931
export IMPL_num_vias=1458
export IMPL_initial_core_util_pct=18.1
export IMPL_required_ns=2.88
export IMPL_yosys_area_top_type="dfxtp_1"
export IMPL_rows=35
export IMPL_antenna_left=0
export IMPL_ys_area_um2=1680
export IMPL_async_flop_share_pct=0
export IMPL_drtPass1Iterations=4
export IMPL_synthToLayoutAreaGrowth_pct=30.0
export IMPL_hpwl_mm=3.24
export IMPL_critPathLaunchType="register"
export IMPL_nFillCells=1027
export IMPL_grt_max_degree=30
export IMPL_synthTopCellsByArea="dfxtp_1 (25%), edfxtp_1 (13%), ha_1 (8.9%)"
export IMPL_ir_drop_mv=0.308
export IMPL_core_area_um2=9280
export IMPL_ys_seq_share_pct=37.6
export IMPL_ys_flop_type="dfxtp_1"
export IMPL_hold_viol=0
export IMPL_tool_warnings=29
export IMPL_avgSynthCellArea_um2=8.56
export IMPL_worst_path_max_fanout=7
[cells in the mapped netlist, drive strengths merged, types with 4 or more instances]
library cell / count
nand2: 29
dfxtp: 21
o21ai: 15
inv: 13
nor2: 13
ha: 12
a21oi: 10
mux2i: 9
clkbuf: 8
edfxtp: 7
a22o: 6
nand3: 5
and3: 4
nor2b: 4
nor3: 4
[per-layer routing]
metal  wire, um  track usage (%)  vias up
li1           -                -      752
met1       2310             8.91      662
met2       1850             9.41       42
met3        145            0.875        2
met4         44            0.773        0
met5          0                0        -
[sequential cells by signal, summed over array words and instances (netlist names)]
| name | flops |
|---|---|
| acc | 7 |
| c | 7 |
| u | 7 |
| v | 7 |
[critical path, stage by stage, from the launching register on]
cell,delay [ns]
dfxtp_1,0.37
inv_1,0.05
ha_1,0.38
nand3_1,0.13
nand2_1,0.15
a21o_1,0.18
mux2i_2,0.27
mux2_4,0.32
nor4_2,0.26
a31o_2,0.31
[final timing paths]
path                from  depth (start not counted)  slack, ns  endpoint
setup / recovery    v[6]                          9       0.18      c[4]
hold / removal    acc[6]                          2       0.50    acc[6]
setup reg to reg    v[6]                          9       0.18      c[4]
hold reg to reg   acc[6]                          2       0.50    acc[6]
[kinds of logic after synthesis]
| logic type | after synthesis |
|---|---|
| buf+inv | 23 |
| compound gates | 46 |
| simple gates | 71 |
| xor+xnor | 4 |
| fa+ha+maj | 12 |
| flops | 28 |
| mux | 12 |
[timing repair]
action | CTS | global route
buffers inserted | 0 | 1
endpoints found under the setup margin | 0 | 7
resized | 0 | 7
[power by group]
part / internal, uW / switching [uW] / leakage, uW
clock network: 185 / 133 / 0.0000357
logic: 233 / 260 / 0.000587
registers: 456 / 34.1 / 0.000241
[through the flow]
stage          util (%)  std cells  area (um2)  worst slack, ns  total power [uW]
6_report           23.5        352        2180            0.176              1300
5_1_grt            23.5        352        2180          0.00731              1380
4_1_cts            23.3        351        2160           0.0498              1290
3_5_place_dp       22.5        347        2090           0.0972               968
3_3_place_gp       22.5        347        2090            0.131               968
2_1_floorplan         -        196        1680            0.183               810
[final cells by class]
type	instances	area, um2	share of cell area, %
Clock buffer	3	41.3	1.89
Sequential cell	28	633	29.0
Timing Repair Buffer	33	303	13.9
Clock inverter	1	30.0	1.38
Multi-Input combinational cell	145	963	44.2
Tap cell	129	161	7.40
Inverter	13	48.8	2.24
Power is estimated from default activity; no workload was simulated.
