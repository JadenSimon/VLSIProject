==> design.v <==
module Halver(a, b);
	input [6:0] a;
	output [6:0] b;
	assign b[0] = a[1] ^ a[0];
	assign b[1] = a[2];
	assign b[2] = a[3];
	assign b[3] = a[4];
	assign b[4] = a[5];
	assign b[5] = a[6];
	assign b[6] = a[0];
endmodule 
module Squarer(a, b);	
	input [6:0] a;
	output [6:0] b;
	assign b[0] = a[0];
	assign b[1] = a[4];
	assign b[2] = a[4] ^ a[1];
	assign b[3] = a[5];
	assign b[4] = a[5] ^ a[2];
	assign b[5] = a[6];
	assign b[6] = a[6] ^ a[3];
endmodule 
module Mastrovito7(a, b, c);
	input [6:0] a, b;
	output wire [6:0] c;
	wire s0, s1, s2, s3, s4, s5, s6, s7, s8, s9, s10, s11, s12;
	assign s0 = a[0] & b[0];
	assign s1 = (a[1] & b[0]) ^ (a[0] & b[1]);
	assign s2 = (a[2] & b[0]) ^ (a[1] & b[1]) ^ (a[0] & b[2]);
	assign s3 = (a[3] & b[0]) ^ (a[2] & b[1]) ^ (a[1] & b[2]) ^ (a[0] & b[3]);
	assign s4 = (a[4] & b[0]) ^ (a[3] & b[1]) ^ (a[2] & b[2]) ^ (a[1] & b[3]) ^ (a[0] & b[4]);
	assign s5 = (a[5] & b[0]) ^ (a[4] & b[1]) ^ (a[3] & b[2]) ^ (a[2] & b[3]) ^ (a[1] & b[4]) ^ (a[0] & b[5]);
	assign s6 = (a[6] & b[0]) ^ (a[5] & b[1]) ^ (a[4] & b[2]) ^ (a[3] & b[3]) ^ (a[2] & b[4]) ^ (a[1] & b[5]) ^ (a[0] & b[6]);
	assign s7 = (a[6] & b[1]) ^ (a[5] & b[2]) ^ (a[4] & b[3]) ^ (a[3] & b[4]) ^ (a[2] & b[5]) ^ (a[1] & b[6]);
	assign s8 = (a[6] & b[2]) ^ (a[5] & b[3]) ^ (a[4] & b[4]) ^ (a[3] & b[5]) ^ (a[2] & b[6]);
	assign s9 = (a[6] & b[3]) ^ (a[5] & b[4]) ^ (a[4] & b[5]) ^ (a[3] & b[6]);
	assign s10 = (a[6] & b[4]) ^ (a[5] & b[5]) ^ (a[4] & b[6]);
	assign s11 = (a[6] & b[5]) ^ (a[5] & b[6]);
	assign s12 = (a[6] & b[6]);
	assign c[0] = s7 ^ s0;
	assign c[1] = s8 ^ s7 ^ s1;
	assign c[2] = s9 ^ s8 ^ s2;
	assign c[3] = s10 ^ s9 ^ s3;
	assign c[4] = s11 ^ s10 ^ s4;
	assign c[5] = s12 ^ s11 ^ s5;
	assign c[6] = s12 ^ s6;
endmodule 
module Inverse(a, b, clk, load);
	input [6:0] a;
	output reg [6:0] b;
	input clk;
	input load;
	reg [7:0] s, t;
	reg [7:0] h1, h2, k1, k2;
	wire [6:0] adder1, adder2, adder3, adder4;
	wire [6:0] h1_half, h2_half, k1_half, k2_half;
	assign adder1 = (h1 ^ a);
	assign adder2 = (h2^ 7'b0000011);
	assign adder3 = (k1 ^ a);
	assign adder4 = (k2 ^ 7'b0000011);
	Halver halver1(adder1, h1_half);
	Halver halver2(adder2, h2_half);
	Halver halver3(adder3, k1_half);
	Halver halver4(adder4, k2_half);
	always@(posedge clk) begin
		if (load) begin
			s = 8'b10000011;
			t = a;
			h1 = 8'b1;
			h2 = 8'b0;
			k1 = 8'b0;
			k2 = 8'b1;
		end else if (s == 0) begin  
			b = k2[6:0];
		end else begin
			if (s[0] == 0) begin 
				s = s >> 1;
				if (h1[0] == 0 && h2[0] == 0) begin  
					h1 = h1 >> 1;
					h2 = h2 >> 1;
				end else begin  
					h1 = h1_half;
					h2 = h2_half ^ 7'b1000000;
				end
			end else if (t[0] == 0) begin  
				t = t >> 1;
				if (k1[0] == 0 && k2[0] == 0) begin
					k1 = k1 >> 1;
					k2 = k2 >> 1;
				end else begin
					k1 = k1_half;
					k2 = k2_half ^ 7'b1000000;
				end
			end else if (s >= t) begin  
				s = s ^ t;
				h1 = h1 ^ k1;
				h2 = h2 ^ k2;
			end else begin  
				t = s ^ t;
				k1 = h1 ^ k1;
				k2 = h2 ^ k2;			
			end
			b = b;
		end
	end
endmodule 
module PointAdder(clk, point1, point2, load, sum);
	input [13:0] point1;
	input [13:0] point2;
	input load, clk;
	output [13:0] sum;
	wire [6:0] point1x;
	wire [6:0] point1y;
	wire [6:0] point2x;
	wire [6:0] point2y;
	wire [6:0] point3x;
	wire [6:0] point3y;
	wire [6:0] partial;
	wire [6:0] numerator;
	wire [6:0] denominator;
	wire [6:0] denominator_inv;
	wire [6:0] slope;
	wire [6:0] slopeSquared;
 	assign point1x = point1[6:0];
	assign point1y = point1[13:7];
	assign point2x = point2[6:0];
	assign point2y = point2[13:7];
	assign numerator = point1y ^ point2y;
	assign denominator = point1x ^ point2x;
	Inverse divider(denominator, denominator_inv, clk, load);
	Mastrovito7 mult2(numerator, denominator_inv, slope);
	Squarer square(slope, slopeSquared);
	assign point3x = (slopeSquared ^ slope) ^ (denominator ^ 7'b1);
	wire [6:0] out;
	assign partial = point1x ^ point3x;
	Mastrovito7 mult(slope, partial, out);
	assign point3y = ((out ^ point3x) ^ point1y);
	assign sum = (point1 == 0) ? point2 : ((point2 == 0) ? point1 : ((point1x == point2x) ? 14'b0 : {point3y, point3x}));
endmodule
module PointDouble(point, clk, load, sum);	
	input [13:0] point;
	input load, clk;
	output [13:0] sum;
	wire [6:0] pointx;
	wire [6:0] pointy;
	wire [6:0] point3x;
	wire [6:0] point3y;
	wire [6:0] partial;
	wire [6:0] partial2;
	wire [6:0] partial3;
	wire [6:0] slope;
	wire [6:0] slopeSquared;
 	assign pointx = point[6:0];
	assign pointy = point[13:7];
	Inverse divider(pointx, partial2, clk, load);
	Mastrovito7 mult2(partial2, pointy, partial3);
	assign slope = pointx ^ partial3;
	Squarer square2(slope, slopeSquared);
	assign point3x = (slopeSquared ^ slope ^ 7'b1);
	wire [6:0] out;
	assign partial = pointx ^ point3x;
	Mastrovito7 mult(slope, partial, out);
	assign point3y = ((out ^ point3x) ^ pointy);
	assign sum = (pointx == 0) ? 14'b0 : {point3y, point3x};
endmodule 
module PointMultiplier(point, scalar, clk, start, result, done);
	input [13:0] point;
	input [6:0] scalar;
	input clk, start;
	output reg [13:0] result;
	output reg done;
	reg [7:0] counter;
	reg [13:0] accumulator;
	reg [13:0] currentP;
	reg [6:0] currentS;
	reg cycle;
	wire [13:0] doubledPoint;
	wire [13:0] addedPoint;
	PointDouble doubler(currentP, clk, cycle, doubledPoint);
	PointAdder adder(clk, currentP, accumulator, cycle, addedPoint);
	always@(posedge clk) begin
		if (start) begin
			counter = 7'b0;
			accumulator = 14'b0;
			currentP = point;
			currentS = scalar;
			cycle = 1'b1;
			result = 14'b0;
			done = 1'b0;
		end else begin
			if (counter[7:5] == 3'b111) begin  
				result = accumulator;
				done = 1'b1;
			end else if (counter[4:0] == 5'b11111) begin  
				if (currentS[0] == 1'b1)
					accumulator = addedPoint;
				counter = counter + 1'b1;
				cycle = 1'b1;
				currentP = doubledPoint;
				currentS = currentS >> 1;
				result = 14'b0;
				done = 1'b0;
			end else begin
				counter = counter + 1'b1;
				cycle = 1'b0;
				result = 14'b0;
				done = 1'b0;
			end
		end
	end
endmodule 
==> run.sh <==
#!/bin/bash
# OpenROAD 26Q1-2900-gdf79404cd8, Yosys 0.63+post, stock flow scripts
make -C /OpenROAD-flow-scripts/flow DESIGN_CONFIG=/design/flow/config.mk WORK_HOME=/design/flow/orfs finish
==> config.mk <==
export PLATFORM = sky130hd
export DESIGN_NAME = PointMultiplier
export DESIGN_NICKNAME = PointMultiplier
export VERILOG_FILES = /design/flow/design.v
export SDC_FILE = /design/flow/constraint.sdc
export NUM_CORES = 4
export LEC_CHECK = 1
export CORE_UTILIZATION = 30
==> constraint.sdc <==
current_design PointMultiplier

set clk_period 7.4
set clk_io_pct 0.2

create_clock -name clk0 -period $clk_period [get_ports {clk}]

set non_clock_inputs [all_inputs -no_clocks]
set_input_delay [expr $clk_period * $clk_io_pct] -clock clk0 $non_clock_inputs
set_output_delay [expr $clk_period * $clk_io_pct] -clock clk0 [all_outputs]
==> impl_metrics.py <==
# Physical implementation metrics
metrics = {
    "yosys": {
        "yosys_cells": 1641,
        "flop_cell": "dfxtp_1",
        "syn_area_mm2": 0.0130,
        "synthesis.instances": 1641,
        "ys_chip_area_mm2": 0.0130,
        "async_flop_share_pct": 0,
        "edf_count": 49,
        "synth.avg_cell_area_um2": 7.92,
        "ys_seq_share_pct": 29.8,
        "ys_types": 71,
        "ys_seq_elements": 169,
        "yosys_warnings": 2,
    },
    "clocking": {
        "postCtsHoldBufs": 0,
        "cts_setup_buffers": 0,
        "clk_path_buf_depth": 2,
        "clock-sinks": 169,
        "clk_pin_slew_ns": 0.07,
        "htree_levels": 4,
        "tritoncts": "yes",
        "numCtsBuffers": 17,
        "clkLatencyLatePin_ns": 0.44,
        "cts_resized": 0,
        "root_buffer": "clkbuf_16",
    },
    "sta": {
        "grt_setup_unrepaired": "no",
        "fin_crit_sh_pct": 64.7,
        "slew_viol_final": 0,
        "setup-violations-final": 0,
        "max_freq_mhz": 209,
        "relSlewSlack_pct": 36.9,
        "hold_viol": 0,
        "finalCriticalPeriod_ns": 4.79,
        "skew_ns": 0.0119,
        "setup_tns_ns": 0,
        "tightestPinTransition_ns": 0.940,
    },
    "finish": {
        "area_growth_pct": 11.7,
        "n_fill_cell": 4209,
        "layout-drive-gt1-share_pct": 7.69,
        "final_cells": 2203,
    },
    "setup_path": {
        "worst-endpoint-required_ns": 7.73,
        "arrival_ns": 5.12,
        "crit_type": "reg2reg",
        "cp-end-kind": "register",
        "cpPeakStageDelay_ns": 0.68,
        "worstPathMaxFanout": 16,
        "r2r_setup_slack_ns": 2.61,
        "cpMostUsedCell": "xnor2_1",
        "slowest_stage": "xor2_1",
        "cp-start-kind": "register",
        "path_cells": "xor2_1 > nand2_1 > xnor2_1 > xnor3_2 > xnor2_4 > xor2_1 > nand2_1 > mux2_2 > o22ai_2 > xnor2_1 > xnor2_2 > xnor3_1 > nor2_2 > xnor2_1 > o21ai_1",
    },
    "global_routing": {
        "grt_max_degree": 61,
        "grt-ovfl-total": 0,
        "antenna_found_initial": 0,
        "grt_pass1_vias": 9913,
        "grtUsageTotal_pct": 15.6,
        "grt_pass1_wl_um": 54400,
    },
    "die": {
        "num_rows": 75,
        "die_h_um": 210,
        "chipArea_mm2": 0.0442,
        "initial_utilization_pct": 30.7,
        "die_x_um": 210,
        "io_pins": 38,
        "core_area_mm2": 0.0423,
    },
    "run": {
        "warnings": 27,
        "maxCapViolCount": 0,
    },
    "detailed_routing": {
        "wl_per_cell_um": 15.3,
        "drt-pass1-iter-count": 5,
        "antenna_cells": 0,
        "vias": 11146,
        "antenna_left": 0,
        "via_per_inst": 5.06,
        "routed_wl_um": 33700,
        "drt_first_iter_violations": 890,
        "drc": 0,
    },
    "place": {
        "hpwlAfterDp_um": 22300,
        "dpl.cell_count": 2171,
        "place_congestion": 0.946,
        "port_buffers": 37,
    },
    "min_path": {
        "hold_path.class": "reg2reg",
    },
    "outcome": {
        "outcome": "complete, no violations",
    },
}
## critical path: cells and delay by family, from the launching register on
kind | cells | cell delay [ns]
AOI/OAI and AO/OA | 2 | 0.19
and+or+nand+nor | 3 | 0.34
xor gates and xnor gates | 9 | 3.21
muxes | 1 | 0.29
DFF | 1 | 0.64
## stage by stage
stage	utilization (%)	cell area, µm²	hold slack [ns]	setup WS [ns]
finish	34.3	14500	0.485	2.61
global route	34.3	14500	0.528	2.25
CTS	34.3	14500	0.493	2.62
detailed placement	32.8	13900	0.478	2.68
global placement	32.8	13900	0.470	2.68
floorplan	-	13000	0.450	3.74
## per-layer routing
metal,GRT usage [%],wire [µm]
met5,0,0
met4,2.44,529
met3,2.77,1910
met2,22.9,14700
met1,24.5,16600
## cell families after synthesis
family,Yosys count,synth area share [%]
XOR/XNOR,272,21.7
flip-flops,169,29.8
AND-OR/OR-AND,420,19.7
buffers and inverters,156,4.71
adder cells (fa/ha/maj),21,2.02
multiplexers,36,2.89
AND/OR/NAND/NOR,567,19.2
## path summary, 6_finish.rpt
kind                from             end  cells after the start
max          currentP[8]  accumulator[8]                     15
min           counter[7]      counter[7]                      2
max reg2reg  currentP[8]  accumulator[8]                     15
min reg2reg   counter[7]      counter[7]                      2
## cell usage after synthesis, drive strengths merged (9+ instances only)
library cell | count | area, µm²
and2 | 18 | 113
nor3 | 25 | 125
o31ai | 9 | 67.6
nor2 | 193 | 727
buf | 22 | 109
a22oi | 34 | 255
clkbuf | 96 | 360
mux2i | 24 | 240
a211oi | 22 | 165
mux2 | 12 | 135
nor4 | 12 | 75.1
nand3 | 20 | 100
o211ai | 9 | 67.6
o22ai | 24 | 156
nor2b | 17 | 106
edfxtp | 49 | 1470
nand2b | 17 | 106
dfxtp | 120 | 2400
o21ai | 129 | 646
xnor2 | 200 | 1970
inv | 36 | 135
xor2 | 61 | 606
ha | 21 | 263
xnor3 | 10 | 229
nand3b | 15 | 113
a21oi | 125 | 626
a221oi | 14 | 129
nand2 | 224 | 843
## cell usage in the layout (no fill, tap or decap), types with 9 or more instances in the layout
cell and instances:
nand3b_1 15, edfxtp_1 49, inv_1 35, nand2b_1 17, mux2i_1 24, nor2_1 192, nand2_1 223, nor3_1 25
a211oi_1 22, nor4_1 11, o211ai_1 9, dfxtp_1 119, nor2b_1 17, clkbuf_16 20, xnor2_2 12, a22oi_1 34
xnor2_1 181, o21ai_0 115, o31ai_1 9, mux2_2 12, xor2_1 53, buf_4 34, ha_1 21, a21oi_1 124
o21ai_1 14, o22ai_1 23, and2_1 18, nand3_1 20, clkdlybuf4s50_1 36, a221oi_1 13
## layout make-up
| type | instances | area [µm²] | share of cell area [%] |
|---|---|---|---|
| Inverter | 38 | 143 | 0.983 |
| Sequential cell | 169 | 3880 | 26.7 |
| Clock inverter | 12 | 120 | 0.828 |
| Multi-Input combinational cell | 1316 | 8530 | 58.8 |
| Clock buffer | 20 | 500 | 3.45 |
| Timing Repair Buffer | 71 | 621 | 4.28 |
| Tap cell | 577 | 722 | 4.97 |
